[flow/config.mk]
export PLATFORM = sky130hd
export DESIGN_NAME = IDEX
export DESIGN_NICKNAME = IDEX
export VERILOG_FILES = /design/flow/design.v
export SDC_FILE = /design/flow/constraint.sdc
export NUM_CORES = 4
export LEC_CHECK = 1
export CORE_AREA = 10 10 165 165
export DIE_AREA = 0 0 175 175
[flow/run.sh]
#!/bin/bash
# OpenROAD 26Q1-2900-gdf79404cd8, Yosys 0.63+post, stock flow scripts
make -C /OpenROAD-flow-scripts/flow DESIGN_CONFIG=/design/flow/config.mk WORK_HOME=/design/flow/orfs finish
[flow/constraint.sdc]
current_design IDEX

set clk_period 1.0
set clk_io_pct 0.2

create_clock -name clk0 -period $clk_period [get_ports {clk_i}]

set non_clock_inputs [all_inputs -no_clocks]
set_input_delay [expr $clk_period * $clk_io_pct] -clock clk0 $non_clock_inputs
set_output_delay [expr $clk_period * $clk_io_pct] -clock clk0 [all_outputs]
[flow/design.v]
module IDEX
(
    clk_i,
	RegDst_i,
    ALUSrc_i,
    ALUOp_i,
    MemRead_i,
    MemWrite_i,
    MemtoReg_i,
    RegWrite_i,
    RSdata_i,
    RTdata_i,
    immediate_i,
    RSaddr_i,
    RTaddr_i,
    RDaddr_i,
    RegDst_o,
    ALUSrc_o,
    ALUOp_o,
    MemRead_o,
    MemWrite_o,
    MemtoReg_o,
    RegWrite_o,
    RSdata_o,
    RTdata_o,
    immediate_o,
    RSaddr_o,
    RTaddr_o,
    RDaddr_o
);
input               clk_i, RegDst_i, ALUSrc_i, MemRead_i, MemWrite_i, MemtoReg_i, RegWrite_i;
input 	[1:0]		ALUOp_i;
input   [4:0]       RSaddr_i, RTaddr_i, RDaddr_i;
input   [31:0]      immediate_i, RSdata_i, RTdata_i;
output				RegDst_o, ALUSrc_o, MemRead_o, MemWrite_o, MemtoReg_o, RegWrite_o;
output 	[1:0]		ALUOp_o;
output  [4:0]		RSaddr_o, RTaddr_o, RDaddr_o;
output  [31:0]      RSdata_o, RTdata_o, immediate_o;
reg					RegDst_o, ALUSrc_o, MemRead_o, MemWrite_o, MemtoReg_o, RegWrite_o;
reg 	[1:0]		ALUOp_o;
reg  	[4:0]		RSaddr_o, RTaddr_o, RDaddr_o;
reg  	[31:0]      RSdata_o, RTdata_o, immediate_o;
always@(posedge clk_i) begin
	RegDst_o <= RegDst_i;
	ALUSrc_o <= ALUSrc_i;
	MemRead_o <= MemRead_i;
	MemWrite_o <= MemWrite_i;
	MemtoReg_o <= MemtoReg_i;
	RegWrite_o <= RegWrite_i;
    ALUOp_o <= ALUOp_i;
    RSaddr_o <= RSaddr_i;
	RTaddr_o <= RTaddr_i;
	RDaddr_o <= RDaddr_i;
	RSdata_o <= RSdata_i;
	RTdata_o <= RTdata_i;
	immediate_o <= immediate_i;
end
endmodule
==> results.txt <==
yosys + openroad results -> status finished with violations, failing checks setup timing, Comb gate area 0 µm², layout cells sized above 1 42.01%, delay-heaviest family, CP flip-flops, Yosys top cell by area dfxtp_1, Worst slew margin 87.76%, H-tree levels 4, CTS buffer count 17, Overflow after GRT 0, element type at the critical path end primary output, GPL Wtd Cong 0.7696, clock sink count 119, number of global-route vias before repair 2025, Yosys chip area 2382 µm², unrepaired setup endpoints after global routing true, Top Layer Used met4, final hold slack 0.2196 ns, Area Growth Syn to Fin 120.0%, max-cap viol count 0, Buf+Inv Stages, Crit Path 1, CTS tree yes, HP Class input port to register, Cell Area, Synth 2382 µm², Starting DRT DRC Count 45, DRC Markers 0, # IOs 239, Achievable Freq 961.8 MHz, Int Pwr 10.08 mW, pwr/cell area 2355 nW/µm², die span in x 175 µm, Synth area leaders dfxtp_1 100%, Startpoint Class register, top cells by count 119 x dfxtp_1, Ant. Diodes 0, tool warning count 27, Cell variety after synth 1, # fillers 2576, Seq share, synth 100.0%, chip area 30630 µm², CTS hold repair buffers 0, Dominant cell area share 100.0%, worst-path maximum fanout 1, clock share of power 53.5%, Synth flops 119, asr flop ratio synth 0%, routed wire length 9.261 mm, final setup vio count 80, CP peak stage delay 0.32 ns, wire length on met3 1.321 mm, initial antenna violation count 0, Final Cycle Share 104.0%, Syn Area/Cell 20.02 µm², row count 56, number of logic gates 0, main flop type after synthesis dfxtp_1, Worst-Margin Slew 0.1836 ns, critical path, cell by cell buf_2, sequential cell area 2401 µm², Clock Tree Root clkbuf_16, Reg power frac 41.0%, kind of critical path register to primary output, DP Worst Slack -0.03781 ns, largest net degree at the start of global routing 17, ANT nets after route 0, clock transition at the registers of the reported paths 0.06 ns, vias post-DR 1804, slowest CP cell dfxtp_2, Port Buf Inserts 238, DIE HEIGHT 175 µm, Gate power share 5.5%, CP required 0.80 ns, crit path DAT 0.84 ns, core area 23540 µm², final worst slack -0.03977 ns, Worst VDD drop 0.0008274 V, Slew Viols, Final 0, first-pass GRT wire length 13.41 mm, routed vias/inst 2.552, synthesized netlist cell count 119, Clock Path Buffers 2, Static Leak 2.261 nW, fp_density 10.12%, met1 wire length 3.398 mm, detailed placement HPWL 7.505 mm, router iterations before antenna repair 2, final hold vios 0, routed len/inst 13.10 µm, Synth top cell by count dfxtp_1, yosys cell count 119, met2 WL 4.384 mm, All-Layer GR Usage 5.858%, synth warn 1, sw frac 18.31%, EDFF count, synth 0, sw power 2.259 mW, minimum clock period after layout 1.040 ns
-- cells by family after synthesis --
group	after synthesis	share of synthesized area, %
DFF	119	100.0
-- worst paths after layout --
check / slack [ns] / cells past startpoint / to / startpoint
worst max-delay path: -0.04 / 1 / RTdata_o[16] / RTdata_o[16]$_DFF_P_
worst min-delay path: 0.22 / 1 / immediate_o[31]$_DFF_P_ / immediate_i[31]
-- repair_timing --
action                     CTS  global route
setup buffers                0             0
cloned                       0             0
setup endpoints to repair  119           119
resized                    392            11
-- placed cells by master (no fill, tap or decap) --
master	n
clkdlybuf4s50_1	119
dfxtp_2	15
clkbuf_16	17
clkinv_2	5
buf_6	3
clkbuf_8	2
buf_2	116
dfxtp_1	104
clkbuf_1	2
bufinv_16	5
-- power by group through the flow --
| stage | sequential (mW) | clock (mW) | combinational (mW) |
|---|---|---|---|
| 4_1_cts | 5.05 | 6.89 | 0.695 |
| 5_1_grt | 5.08 | 7.11 | 0.742 |
| 6_report | 5.06 | 6.61 | 0.676 |
-- state kept, by name (all words and copies together), names as in the netlist --
signal       cells
MemWrite_o       1
RDaddr_o         5
RegWrite_o       1
RegDst_o         1
RSaddr_o         5
RTaddr_o         5
ALUSrc_o         1
RSdata_o        32
immediate_o     32
MemtoReg_o       1
RTdata_o        32
ALUOp_o          2
MemRead_o        1
-- per-stage QoR --
step	util, %	total power [mW]	instance area (µm²)	std cells	setup TNS (ns)
2_1_floorplan	-	5.093	2382	119	0
3_3_place_gp	21.93	6.089	5164	676	-0.09491
3_5_place_dp	21.93	6.092	5164	676	-0.09503
4_1_cts	22.14	12.64	5213	707	-5.101
5_1_grt	22.26	12.93	5241	707	-6.218
6_report	22.26	12.34	5241	707	-0.6745
-- area by class of cell --
cell class | instances | share of cell area, %
clock buffer | 21 | 8.785
timing repair buffer | 238 | 34.45
clock inverter | 10 | 3.342
sequential | 119 | 45.81
tap | 319 | 7.615
-- routing by layer --
layer,up-vias,GRT usage [%]
met5,-,0
met4,0,0.9184
met3,10,4.095
met2,132,9.344
met1,776,6.381
li1,886,-
No activity file was given, so power comes from the tool's default toggle rates.
